===== flow/config.mk =====
export PLATFORM = sky130hd
export DESIGN_NAME = LCD_CTRL
export DESIGN_NICKNAME = LCD_CTRL
export VERILOG_FILES = /design/flow/design.v
export SDC_FILE = /design/flow/constraint.sdc
export NUM_CORES = 4
export LEC_CHECK = 1
export CORE_AREA = 10 10 78 78
export DIE_AREA = 0 0 88 88

===== flow/constraint.sdc =====
current_design LCD_CTRL

set clk_period 2.2
set clk_io_pct 0.2

create_clock -name clk0 -period $clk_period [get_ports {clk}]

set non_clock_inputs [all_inputs -no_clocks]
set_input_delay [expr $clk_period * $clk_io_pct] -clock clk0 $non_clock_inputs
set_output_delay [expr $clk_period * $clk_io_pct] -clock clk0 [all_outputs]

===== flow/design.v =====
module LCD_CTRL(clk, reset, IROM_Q, cmd, cmd_valid, IROM_EN, IROM_A, IRB_RW, IRB_D, IRB_A, busy, done);
input clk;
input reset;
input [7:0] IROM_Q;
input [2:0] cmd;
input cmd_valid;
output reg IROM_EN;
output reg [5:0] IROM_A;
output reg IRB_RW;
output reg [7:0] IRB_D;
output reg [5:0] IRB_A;
output reg busy;
output reg done;
parameter [3:0] INITIAL=0, CMD_IDLE=1, CMD_WRITE=2, CMD_SHIFT_UP=3, CMD_SHIFT_DOWN=4, CMD_SHIFT_LEFT=5, CMD_SHIFT_RIGHT=6, CMD_AVERAGE=7, CMD_MIRROR_X=8, CMD_MIRROR_Y=9, READ=10, DONE=11;
reg [3:0] Q_NOW=INITIAL, Q_NEXT;
reg dummy;
reg cmd_done=0;
reg write_begin=0;
reg [8:0] counter=0;
reg [7:0] buffer[0:63];
wire [9:0] average_temp;
reg [3:0] operation_point_x=4, operation_point_y=4;
initial begin
IROM_EN = 1;
IROM_A = 0;
IRB_RW = 1;
busy = 1;
done = 0;
end
always@(posedge clk)begin
    if(reset)begin
        Q_NOW <= INITIAL;
    end
    else begin
        Q_NOW <= Q_NEXT;
    end
end
always@(*)begin
    case(Q_NOW)
        INITIAL:begin
            if(!reset)begin
                Q_NEXT=READ;
            end
            else begin
                Q_NEXT=INITIAL;
            end
        end
        READ:begin
            if(cmd_done) begin
                Q_NEXT=CMD_IDLE;
            end
            else begin
                Q_NEXT=READ;
            end
        end
        CMD_IDLE:begin
            if(cmd_valid)begin
            case(cmd)
                0:
                    Q_NEXT=CMD_WRITE;
                1:
                    Q_NEXT=CMD_SHIFT_UP;
                2:
                    Q_NEXT=CMD_SHIFT_DOWN;
                3:
                    Q_NEXT=CMD_SHIFT_LEFT;
                4:
                    Q_NEXT=CMD_SHIFT_RIGHT;
                5:
                    Q_NEXT=CMD_AVERAGE;
                6:
                    Q_NEXT=CMD_MIRROR_X;
                7:
                    Q_NEXT=CMD_MIRROR_Y;
                default:
                    Q_NEXT=CMD_IDLE;
            endcase
            end
            else begin
                Q_NEXT=CMD_IDLE;
            end
        end
        CMD_WRITE:begin
            if(cmd_done) begin
                Q_NEXT=DONE;
            end
            else begin
                Q_NEXT=CMD_WRITE;
            end
        end
        CMD_SHIFT_UP:begin
            if(cmd_done) begin
                Q_NEXT=CMD_IDLE;
            end
            else begin
                Q_NEXT=CMD_SHIFT_UP;
            end
        end
        CMD_SHIFT_DOWN:begin
            if(cmd_done) Q_NEXT=CMD_IDLE;
            else Q_NEXT=CMD_SHIFT_DOWN;
        end
        CMD_SHIFT_LEFT:begin
            if(cmd_done) Q_NEXT=CMD_IDLE;
            else Q_NEXT=CMD_SHIFT_LEFT;
        end
        CMD_SHIFT_RIGHT:begin
            if(cmd_done) Q_NEXT=CMD_IDLE;
            else Q_NEXT=CMD_SHIFT_RIGHT;
        end
        CMD_AVERAGE:begin
            if(cmd_done) Q_NEXT=CMD_IDLE;
            else Q_NEXT=CMD_AVERAGE;
        end
        CMD_MIRROR_X:begin
            if(cmd_done) Q_NEXT=CMD_IDLE;
            else Q_NEXT=CMD_MIRROR_X;
        end
        CMD_MIRROR_Y:begin
            if(cmd_done) Q_NEXT=CMD_IDLE;
            else Q_NEXT=CMD_MIRROR_Y;
        end
        DONE:begin
            Q_NEXT=DONE;
        end
        default:begin
            Q_NEXT=Q_NOW;
        end
    endcase
end
always@(*)begin
    case(Q_NOW)
        INITIAL:
            busy=1;
        READ:
            busy=1;
        CMD_IDLE:
            busy=0;
        CMD_SHIFT_UP:
            busy=1;
        CMD_SHIFT_DOWN:
            busy=1;
        CMD_SHIFT_LEFT:
            busy=1;
        CMD_SHIFT_RIGHT:
            busy=1;
        CMD_AVERAGE:
            busy=1;
        CMD_MIRROR_X:
            busy=1;
        CMD_MIRROR_Y:
            busy=1;
        CMD_WRITE:
            busy=1;
        DONE:
            busy=0;
        default:
            busy=1;
endcase
end
always@(*)begin
    if(Q_NOW==DONE) done=1;
    else done=0;
end
always@(posedge clk)begin
    if(Q_NOW==READ)begin
    IROM_A <= (IROM_A==63)?IROM_A:IROM_A+1;
    end
    else IROM_A <= 0;
end
always@(posedge clk)begin
    if(Q_NOW==CMD_WRITE) IRB_A <= (IRB_A==63)?IRB_A:IRB_A+1;
    else IRB_A <= 0;
end
always@(*)begin
    if(Q_NOW==CMD_WRITE) write_begin=1;
    else write_begin=0;
end
always@(posedge clk)begin
    if(Q_NOW==READ)begin
        counter <= (counter==64)?counter:counter+1;
    end
    else counter <= 0;
end
assign average_temp = (buffer[(operation_point_y-1)*8+operation_point_x-1]+buffer[(operation_point_y-1)*8+operation_point_x]+buffer[operation_point_y*8+operation_point_x-1]+buffer[operation_point_y*8+operation_point_x])/4;
always@(posedge clk)begin
case(Q_NOW)
    CMD_IDLE:begin
        cmd_done <= 0;
    end
    READ:begin
        if(IROM_A==63)begin
            cmd_done <= 1;
        end
        else begin
            dummy <= 0;
        end
    end
    CMD_WRITE:begin
        if(IRB_A==62)begin
        cmd_done <= 1;
        end
        else dummy <= 0;
    end
    CMD_SHIFT_UP:begin
        if(!cmd_done) operation_point_y <= (operation_point_y==1)?1:operation_point_y-1;
        else operation_point_y <= operation_point_y;
        cmd_done <= 1;
    end
    CMD_SHIFT_DOWN:begin
        if(!cmd_done) operation_point_y <= (operation_point_y==7)?7:operation_point_y+1;
        else operation_point_y <= operation_point_y;
        cmd_done <= 1;
    end
    CMD_SHIFT_LEFT:begin
        if(!cmd_done) operation_point_x <= (operation_point_x==1)?1:operation_point_x-1;
        else operation_point_y <= operation_point_y;
        cmd_done <= 1;
    end
    CMD_SHIFT_RIGHT:begin
        if(!cmd_done) operation_point_x <= (operation_point_x==7)?7:operation_point_x+1;
        else operation_point_y <= operation_point_y;
        cmd_done <= 1;
    end
    CMD_AVERAGE:begin
        cmd_done <= 1;
    end
    CMD_MIRROR_X:begin
        cmd_done <= 1;
    end
    CMD_MIRROR_Y:begin
        cmd_done <= 1;
    end
    default:begin
        dummy <= 0;
    end
endcase
end
always@(*)begin
    if(Q_NOW==READ) IROM_EN = 0;
    else IROM_EN = 1;
end
always@(*)begin
    if(Q_NOW==CMD_WRITE) IRB_RW = 0;
    else IRB_RW = 1;
end
always@(negedge clk)begin
    if(Q_NOW==CMD_WRITE)begin
        if(IRB_A>=0) IRB_D <= buffer[IRB_A];
        else IRB_D <= 0;
    end
    else IRB_D <= 0;
end
always@(posedge clk)begin
case(Q_NOW)
    READ:begin
        if(!cmd_done&&IROM_A>0) buffer[IROM_A-1] <= IROM_Q;
        else if(cmd_done) buffer[63] <= IROM_Q;
        else buffer[0] <= IROM_Q;
    end
    CMD_AVERAGE:begin
        buffer[(operation_point_y-1)*8+operation_point_x-1] <= average_temp;
        buffer[(operation_point_y-1)*8+operation_point_x] <= average_temp;
        buffer[operation_point_y*8+operation_point_x-1] <= average_temp;
        buffer[operation_point_y*8+operation_point_x] <= average_temp;
    end
    CMD_MIRROR_X:begin
        if(!cmd_done)begin
        buffer[(operation_point_y-1)*8+operation_point_x-1] <= buffer[operation_point_y*8+operation_point_x-1];
        buffer[(operation_point_y-1)*8+operation_point_x] <= buffer[operation_point_y*8+operation_point_x];
        buffer[operation_point_y*8+operation_point_x-1] <= buffer[(operation_point_y-1)*8+operation_point_x-1];
        buffer[operation_point_y*8+operation_point_x] <= buffer[(operation_point_y-1)*8+operation_point_x];
        end
        else dummy <= 0;    
    end
    CMD_MIRROR_Y:begin
        if(!cmd_done)begin
        buffer[(operation_point_y-1)*8+operation_point_x-1] <= buffer[(operation_point_y-1)*8+operation_point_x];
        buffer[(operation_point_y-1)*8+operation_point_x] <= buffer[(operation_point_y-1)*8+operation_point_x-1];
        buffer[operation_point_y*8+operation_point_x-1] <= buffer[operation_point_y*8+operation_point_x];
        buffer[operation_point_y*8+operation_point_x] <= buffer[operation_point_y*8+operation_point_x-1];
        end
        else dummy <= 0;
    end
    default:begin
        IRB_D <= 0;
    end
endcase
end      
endmodule

===== flow/run.sh =====
#!/bin/bash
# OpenROAD 26Q1-2900-gdf79404cd8, Yosys 0.63+post, stock flow scripts
make -C /OpenROAD-flow-scripts/flow DESIGN_CONFIG=/design/flow/config.mk WORK_HOME=/design/flow/orfs finish

==> flow_metrics.tcl <==
# metrics dict for downstream scripts
set metrics [dict create \
    synth_flops 17 \
    slowest_delay_ns 0.61 \
    post-route-drc-count 0 \
    pin_count 38 \
    busiest_layer "met2" \
    wl_per_cell_um 12.2 \
    vias 892 \
    ir_drop_v 0.000281 \
    finalNonFillerCells 192 \
    flop_cell "dfxtp_1" \
    met3_usage_pct 2.81 \
    wirelength_um 2340 \
    arrival_ns 1.68 \
    h-tree-depth 1 \
    drv_slew 0 \
    critPathLaunchType "register" \
    syn_avg_cell_area_um2 8.53 \
    critical_path.top_delay_family "simple AND/OR/NAND/NOR gates" \
    grt_max_degree 13 \
    post-route-period-util_pct 96.4 \
    required_ns 1.76 \
    maxCapViolations 0 \
    hpwl_um 1710 \
    yosys_area_um2 1010 \
    vias_per_cell 4.65 \
    clock_sinks 17 \
    antenna_found_initial 0 \
    syn_inst 119 \
    tns_ns 0 \
    use_met1_pct 8.60 \
    dr.pass1.iters 4 \
    ant_nets 0 \
    die_h_um 88 \
    leakagePower_nw 0.472 \
    gp_congestion 0.795 \
    drive_above_1_share_pct 11.4 \
    drt-initial-drc-count 84 \
    worstSetupPathType "register to output port" \
    p_total_mw 1.13 \
    clock.fmax_ghz 0.472 \
    hold_class "register to register" \
    grt.overflow.total 0 \
    worst_pin_slew_ns 0.504 \
    rsz0062_at_grt "false" \
    r2r_slack_ns 0.70 \
    ys_seq_share_pct 34.5 \
    relSlewSlack_pct 65.9 \
    met2_usage_pct 8.80 \
    syn2layout_area_growth_pct 27.6 \
    power_density_nw_per_um2 874 \
    fp_util_pct 23.0 \
    die_area_um2 7740 \
    warning_count 34 \
    numCtsBuffers 3 \
    syn_area_um2 1010 \
    path_cells "or4b_4 -> clkdlybuf4s50_1" \
    final_hold_viol_count 0 \
    setup_viol 0 \
    ys_types 40 \
    endpoint_kind "output port" \
    min_period_ns 2.12 \
    clock_skew_ns 0.00786 \
    cp_max_fo 7 \
    ctsHoldBuffers 0 \
    place_inst 188 \
    fill_cells 464 \
    grt_usage_pct 6.14 \
    cts.clk_slew.worst_paths_ns 0.08 \
    grt_pass1_vias 833 \
    async_flop_share_pct 0 \
    rows 24 \
    core_region_area_um2 4410 \
    cts_tree "done" \
    grt_pass1_wl_um 3970 \
    yosysCellCount 119 \
    cp_slowest_cell "or4b_4" \
    crit_buf_inv 1 \
    clockBufferDepth 2 \
    cts_setup_buffers 0 \
    edf_count 1 \
    status "finished clean" \
    root_buffer "clkbuf_8" \
    dieWidth_um 88 \
    n_antenna_cell 0 \
    port-buffer-count 21 \
    yosysWarnings 17 \
    clk_latency_ns 0.26 \
]
worst paths after layout:
check        depth (start not counted)                   start                     end
max                                  2   Q_NOW[2]$_SDFFE_PP0P_                  IRB_RW
min reg2reg                          2  IROM_A[1]$_SDFFE_PN0N_  IROM_A[1]$_SDFFE_PN0N_
max reg2reg                          4   IRB_A[0]$_SDFFE_PP0P_   IRB_A[1]$_SDFFE_PP0P_
min                                  2  IROM_A[1]$_SDFFE_PN0N_  IROM_A[1]$_SDFFE_PN0N_
registers in the layout, indices dropped and copies added (netlist names):
signal    flops
IRB_A         6
IROM_A        6
Q_NOW         4
cmd_done      1
synth_stat cells (2+ instances only):
library cell  count  area (um2)
xnor2_1           2        17.5
dfxtp_1          16         320
nand3b_1          3        22.5
buf_4             8        60.1
nand2_1           5        18.8
buf_6             2        22.5
and4_1            2        17.5
clkbuf_1          5        18.8
a21oi_1           9        45.0
nor3_1           12        60.1
inv_1             3        11.3
a311oi_1          2        17.5
o21ai_0           3        15.0
and3_1            2        12.5
o21bai_1          2        15.0
o21a_1            4        30.0
nor2_1            4        15.0
nand3_1           5        25.0
and2_1            2        12.5
ha_1              4        50.1
a31oi_1           4        25.0
or2_2             2        12.5
what timing repair did:
item,CTS,global route
setup endpoints to repair,1,2
gates cloned,0,0
gates resized,1,2
pin swaps,0,0
kinds of logic (layout without fill, tap and decap cells):
| kind of cell | count (synthesis) | in the layout | synth area share (%) |
|---|---|---|---|
| DFF | 17 | 17 | 34.5 |
| adders and majority gates | 4 | 4 | 4.93 |
| other | 1 | 8 | 0.370 |
| xor gates and xnor gates | 3 | 3 | 2.59 |
| buffers and inverters | 18 | 32 | 11.1 |
| AOI/OAI and AO/OA | 30 | 30 | 19.4 |
| and+or+nand+nor | 46 | 46 | 27.1 |
worst min-delay path: cells and delay by family (launching register included):
kind	cells	cell delay, ns
compound gates	1	0.06
flops	1	0.33
simple gates	1	0.08
cell usage in the layout, fill, tap and decap left out, types with 2 or more instances in the layout:
| cell | count |
|---|---|
| a21oi_1 | 9 |
| a311oi_1 | 2 |
| a31oi_1 | 4 |
| and2_1 | 2 |
| and3_1 | 2 |
| and4_1 | 2 |
| buf_4 | 4 |
| clkbuf_8 | 3 |
| clkdlybuf4s50_1 | 21 |
| conb_1 | 8 |
| dfxtp_1 | 13 |
| dfxtp_2 | 3 |
| ha_1 | 4 |
| inv_1 | 3 |
| nand2_1 | 5 |
| nand3_1 | 5 |
| nand3b_1 | 3 |
| nor2_1 | 4 |
| nor3_1 | 12 |
| o21a_1 | 4 |
| o21ai_0 | 3 |
| o21bai_1 | 2 |
| or2_2 | 2 |
| xnor2_1 | 2 |
routing by layer:
layer | part of all wire [%] | wire length, um
met1 | 50 | 1170
met2 | 39 | 916
met3 | 9.8 | 229
met4 | 0.94 | 22
met5 | 0 | 0
per-stage QoR:
step / setup WS [ns] / hold WS (ns) / utilization, % / instance area [um2]
5_1_grt: 0.00560 / 0.562 / 29.3 / 1290
3_5_place_dp: 0.283 / 0.498 / 28.2 / 1240
6_report: 0.0794 / 0.517 / 29.3 / 1290
4_1_cts: 0.0182 / 0.514 / 29.3 / 1290
3_3_place_gp: 0.275 / 0.498 / 28.2 / 1240
2_1_floorplan: 0.723 / 0.459 / - / 1040
power by group:
group	total, mW	internal [mW]	switching (mW)	leakage [nW]
clock network	0.242	0.126	0.117	0.0255
registers	0.483	0.379	0.104	0.140
logic	0.406	0.245	0.161	0.306
total	1.13	0.750	0.382	0.472
cell type report:
| type | count | area, um2 | area share (%) |
|---|---|---|---|
| Clock inverter | 1 | 5.00 | 0.386 |
| Tap cell | 52 | 65.1 | 5.02 |
| Timing Repair Buffer | 25 | 240 | 18.6 |
| Sequential cell | 17 | 354 | 27.3 |
| Inverter | 3 | 11.3 | 0.870 |
| Clock buffer | 3 | 41.3 | 3.19 |
| Multi-Input combinational cell | 91 | 578 | 44.6 |
Power figures rest on the tool's default switching activity, not on a simulated workload.
